File: /design/flow/design.v
package Parameters;
parameter SEARCH_BUFFER_DEPTH = 8;
parameter SEARCH_BUFFER_WIDTH = 7;
parameter SEARCH_BUFFER_SIZE = SEARCH_BUFFER_DEPTH*SEARCH_BUFFER_WIDTH; 
parameter LOOKAHEAD_BUFFER_LENGTH = 6;
parameter SYMBOL_LENGTH = 8;
endpackage
`timescale 1ns / 1ps 
import Parameters::*;
module lzss_decoder (
  input logic rst_,
  input logic clk,
  input logic literal,
  input logic data_ready,
  input logic [3*SYMBOL_LENGTH-1:0] data_in,
  output logic new_data_ready,
  output logic data_valid,
  output logic [SYMBOL_LENGTH-1:0] data_out
);
  logic [15:0] match_offset;
  logic [15:0] match_offset_temp;
  logic [7:0] match_length;
  logic decode_en;
  logic copy_out_en;
  logic copy_to_decode_en;
  logic [SYMBOL_LENGTH-1:0] decode_buffer[SEARCH_BUFFER_SIZE-1:0]; 
  logic [SYMBOL_LENGTH-1:0] output_buffer[SEARCH_BUFFER_SIZE-1:0];
  always_ff @(posedge clk) begin
    if(!rst_) begin
      for (int i = SEARCH_BUFFER_SIZE-1; i >= 0; i = i - 1) begin
        decode_buffer[i]<= 8'hxx;
        output_buffer[i]<= 8'hxx;
      end
      match_offset      <= '0;
      match_offset_temp <= '0;
      match_length      <= '0;
      decode_en         <= '0;
      copy_out_en       <= '0;
      copy_to_decode_en <= '0;
      new_data_ready    <= '0;
      data_valid        <= '0;
      data_out          <= '0;
    end else begin
      if(data_ready)begin
      new_data_ready <= '1;
        if(!copy_out_en && !copy_to_decode_en)begin
          if(literal && !decode_en)begin
            data_out[7:0] <= data_in[7:0];
            data_valid <= '1;
            for (int i = SEARCH_BUFFER_SIZE-1; i >= 1; i = i - 1) begin
              decode_buffer[i] <= decode_buffer[i-1];
            end
            decode_buffer[0] <= data_in[7:0];   
            new_data_ready <= '1;  
          end else if(!literal && !decode_en) begin
            match_offset <= data_in[15:0];
            match_length <= data_in[23:16];
            decode_en <= '1;
            copy_to_decode_en <= '1;
            new_data_ready <= '0;
          end
        end
        if(copy_to_decode_en && !copy_out_en) begin
          output_buffer <= decode_buffer;
          copy_to_decode_en <= '0;
          copy_out_en <= '1;
          new_data_ready <= '0;
        end
        if(copy_out_en) begin
          if(match_offset < SEARCH_BUFFER_SIZE) begin
            if((SEARCH_BUFFER_SIZE-1-match_offset_temp <= match_offset) && (match_length > 0)) begin
              data_out <= output_buffer[SEARCH_BUFFER_SIZE-1];
              for (int i = SEARCH_BUFFER_SIZE-1; i >= 1; i = i - 1) begin
                decode_buffer[i] <= decode_buffer[i-1];
              end
              decode_buffer[0] <= output_buffer[SEARCH_BUFFER_SIZE-1];
              match_length <= match_length - 1;
              data_valid <= '1;
            end else begin
              match_offset_temp <= match_offset_temp + 1;
              data_valid <= '0;
            end
            new_data_ready <= '0;
          end else begin
            copy_out_en <= '0;
            decode_en <= '0;
            data_valid <= '0;
            new_data_ready <= '1;
          end
          for (int i = SEARCH_BUFFER_SIZE-1; i >= 1; i = i - 1) begin
            output_buffer[i] <= output_buffer[i-1];
          end
          if(match_length == '0)begin
            for (int i = SEARCH_BUFFER_SIZE-1; i >= 1; i = i - 1) begin
              output_buffer[i] <= '0;
            end
            match_offset_temp <= '0;
            data_valid <= '0;
            copy_out_en <= '0;
            decode_en <= '0;
            new_data_ready <= '1;
          end   
        end   
      end
    end
  end
endmodule
File: /design/flow/run.sh
#!/bin/bash
# OpenROAD 26Q1-2900-gdf79404cd8, Yosys 0.63+post, stock flow scripts
make -C /OpenROAD-flow-scripts/flow DESIGN_CONFIG=/design/flow/config.mk WORK_HOME=/design/flow/orfs finish
File: /design/flow/config.mk
export PLATFORM = sky130hd
export DESIGN_NAME = lzss_decoder
export DESIGN_NICKNAME = lzss_decoder
export VERILOG_FILES = /design/flow/design.v
export SDC_FILE = /design/flow/constraint.sdc
export NUM_CORES = 4
export LEC_CHECK = 1
export CORE_UTILIZATION = 40
export SYNTH_HDL_FRONTEND = slang
File: /design/flow/constraint.sdc
current_design lzss_decoder

set clk_period 46.3
set clk_io_pct 0.2

create_clock -name clk0 -period $clk_period [get_ports {clk}]

set non_clock_inputs [all_inputs -no_clocks]
set_input_delay [expr $clk_period * $clk_io_pct] -clock clk0 $non_clock_inputs
set_output_delay [expr $clk_period * $clk_io_pct] -clock clk0 [all_outputs]
==> results.txt <==
Reports from this run.

- Endpoints with negative setup slack in the final report add up to 0.
- Looking at the clock tree report, the root buffer type is sky130_fd_sc_hd__clkbuf_16.
- The fraction of post-synthesis cell area in the top cell type by area is 64.53%.
- The number of placed instances, taps included, is 4,073.
- The number of nets with antenna violations after detailed routing is 0.
- The total leakage power reads 0.01505 uW.
- Leaving out fill and tap cells, the most frequent cells in the layout are 896 x sky130_fd_sc_hd__edfxtp_1, 507 x sky130_fd_sc_hd__nand2_1, 439 x sky130_fd_sc_hd__o2bb2ai_1.
- The number of sinks handled by clock tree synthesis is 949.
- STA classifies the critical path startpoint as an input port.
- The number of buffers on the longest clock path reads 3.
- The most used flip-flop cell reads sky130_fd_sc_hd__edfxtp_1.
- The proportion of synthesized flip-flops having asynchronous set or reset reads 0%.
- The actual slew at the worst max-slew pin is 0.8159 ns.
- The total vias in the final route reads 23,140.
- The ratio of cells with drive above 1 in the final layout is 7.714%.
- The number of rows in the core area is 118.
- The library cell appearing most often on the critical path is sky130_fd_sc_hd__buf_4.
- The final power report lists total power as 2377 uW.
- The type of the worst setup path reads in -> reg.
- The portion of the clock cycle consumed by the worst path in the final layout is 27.29%.
- The cell resize tally after clock tree synthesis is 0.
- The count of unresolved DRC violations after routing is 0.
- In the final report, the number of pins over their slew limit comes to 0.
- Walking the worst path, the cells encountered are clkdlybuf4s50_1 > o21ai_0 > nand2_4 > buf_4 > buf_12 > buf_4.
- The total die area is 105,500 um^2.
- The clock buffer count from CTS reads 101.
- The critical path endpoint category is a flop.
- The pin count of the biggest net entering global routing is 149.
- The setup TNS is 0 ns.
- The largest driver fanout on the critical path reads 109.
- The post-synthesis register bit count reads 949.
- The critical path data required time is 46.57 ns.
- The number of different library cells in the post-synthesis netlist reads 57.
- The clock-pin slew of the registers on the worst-case setup and hold paths is 0.06 ns.
- The number of levels the H-tree was split into is 3.
- Wires add up to 73.25 mm.
- The number of antenna cells inserted reads 0.
- The area overhead of the layout relative to synthesis is 10.73%.
- For this design, the CTS-stage hold fixing added 0 buffers.
- The final-layout fill cell count reads 8,739.
- The number of top-level pins reads 38.
- The vertical die dimension reads 324.9 um.
- The first-iteration detailed-routing DRC count is 1,407.
- The final report lists a non-filler cell total of 4,258.
- The critical path's slowest cell is sky130_fd_sc_hd__clkdlybuf4s50_1.
- The minimum clock period after layout is 12.64 ns.
- At the floorplan stage, the core utilization is reported as 40.29%.
- The count of buffers from port buffering is 37.
- The final hold slack reads 0.4744 ns.
- The area figure in the yosys stat output is 41,700 um^2.
- Counting every instance in the synthesized netlist gives 2,828.
- The post-synthesis instance area is 41,700 um^2.
- The first-pass iteration count of the detailed router reads 5.
- The setup fix buffers added after clock tree synthesis is 0.
- The via count of the first global-routing pass reads 23,940.
- The max-slew headroom at the worst pin reads 45.61%.
- Clock latency on the worst-skew pair, taken at its later pin, is 0.66 ns.
- The via density per instance is 5.433.
- The yosys cell count is 2,828.
- In this build the clock could be raised as far as 0.07914 GHz.
- The detailed-placement wirelength estimate reads 36.81 mm.
- The type of the most critical hold path reads reg -> reg.
- The floorplan step set the die width to 324.9 um.
- The placed standard-cell area is 43,030 um^2.
- The number of warning messages in the logs is 38.
- Across the VDD grid, the largest voltage drop is 0.02881 mV.
- Setup repair after global routing left no endpoint under its margin.
- In this run the power density over the cells is 51.49 nW/um^2.
- TritonCTS built the clock tree.
- Per the OpenROAD floorplan log, the area of the core is 103,500 um^2.
- Dividing the synthesized area by the synthesized cell count gives 14.74 um^2.
- The flow ran to the end, and the final reports show no timing, DRC or antenna violations.
- The number of maximum-capacitance violations is 0.
- Summed over all layers, the global routing overflow is 0.
- The data arrival time of the critical path is 12.91 ns.
- The worst clock skew reads 0.02270 ns.
- The part of the Yosys area used for sequential elements reads 67.07%.
- The routed design shows a wire length per standard cell of 17.20 um.
- By area the synthesized netlist is led by sky130_fd_sc_hd__edfxtp_1 65%, sky130_fd_sc_hd__mux2_1 11%, sky130_fd_sc_hd__o2bb2ai_1 9.2%.
- The first global-routing pass estimated 123.8 mm of wire.
- The final hold violation count is 0.
- The cell type contributing the most total cell area after synthesis reads sky130_fd_sc_hd__edfxtp_1.
- The delay of the slowest cell on the worst path is 0.82 ns.
- Counting flops with a built-in enable in the synthesized netlist gives 896.
- The number of warnings issued by yosys reads 0.
- The placer's final routability congestion estimate is 0.8462.
- The commonest non-fill, non-tap cell in the layout is sky130_fd_sc_hd__edfxtp_1.
- The overall routing resource usage reads 14.96%.
- The cell area after layout reads 46,170 um^2.
- The initial antenna violation count reads 0.
==> registers in the layout, indices dropped and copies added (netlist names) <==
name               flops
decode_buffer        448
match_offset          16
data_valid             1
match_length           8
data_out               8
copy_out_en            1
decode_en              1
output_buffer        448
copy_to_decode_en      1
new_data_ready         1
match_offset_temp     16
==> path summary, 6_finish.rpt <==
kind                                           start  cells past startpoint  slack, ns            endpoint
worst max-delay path                      data_ready                      6      33.66  output_buffer[420]
worst min-delay path                 match_offset[2]                      2       0.47     match_offset[2]
worst max register to register  match_offset_temp[9]                     13      40.56  decode_buffer[169]
worst min register to register       match_offset[2]                      2       0.47     match_offset[2]
==> logic make-up after synthesis <==
logic type,synth area share [%]
adder cells (fa/ha/maj),0.6002
XOR/XNOR,0.3781
AND-OR/OR-AND,11.02
multiplexers,11.90
flip-flops,67.07
buffers and inverters,3.169
AND/OR/NAND/NOR,5.851
==> area by class of cell <==
class	instances	area [um^2]	share of cell area [%]
flip-flops and latches	949	27970	60.58
clock buffers	123	2610	5.653
clock inverters	62	526.8	1.141
inverters	35	138.9	0.3008
multi-input cells	1629	12430	26.92
repair buffers	80	768.2	1.664
well taps	1380	1727	3.740
==> cell usage after synthesis (3+ instances only) <==
cell type / instances
sky130_fd_sc_hd__a22oi_1: 10
sky130_fd_sc_hd__clkbuf_1: 165
sky130_fd_sc_hd__buf_2: 3
sky130_fd_sc_hd__o22ai_1: 8
sky130_fd_sc_hd__xor2_1: 3
sky130_fd_sc_hd__buf_6: 35
sky130_fd_sc_hd__a211oi_1: 3
sky130_fd_sc_hd__nand3_1: 19
sky130_fd_sc_hd__nor4_1: 7
sky130_fd_sc_hd__nand4_1: 5
sky130_fd_sc_hd__a311oi_1: 3
sky130_fd_sc_hd__and3_1: 9
sky130_fd_sc_hd__a21boi_0: 18
sky130_fd_sc_hd__o2bb2ai_1: 439
sky130_fd_sc_hd__or3_1: 7
sky130_fd_sc_hd__o211ai_1: 3
sky130_fd_sc_hd__dfxtp_1: 53
sky130_fd_sc_hd__a21oi_1: 17
sky130_fd_sc_hd__o31ai_1: 3
sky130_fd_sc_hd__buf_8: 10
sky130_fd_sc_hd__mux2_2: 29
sky130_fd_sc_hd__mux2_1: 410
sky130_fd_sc_hd__ha_1: 20
sky130_fd_sc_hd__and2_1: 3
sky130_fd_sc_hd__edfxtp_1: 896
sky130_fd_sc_hd__nor3_1: 8
sky130_fd_sc_hd__nand2_1: 509
sky130_fd_sc_hd__xnor2_1: 15
sky130_fd_sc_hd__o21ai_0: 28
sky130_fd_sc_hd__inv_1: 35
sky130_fd_sc_hd__nor2_1: 17
sky130_fd_sc_hd__or4_1: 3
sky130_fd_sc_hd__nor4b_1: 3
==> report_power, final <==
group	internal, uW	leakage (uW)	switching (uW)
clock network	445	0.00153	324
registers	1200	0.00945	102
logic	153	0.00407	149
==> metrics by stage <==
stage	util [%]	setup WS, ns
CTS	44.61	33.70
global route	44.61	33.44
detailed placement	41.58	33.00
global placement	41.58	32.97
finish	44.61	33.66
floorplan	-	26.14
==> per-layer routing <==
layer  track usage [%]  wire [um]
met1             24.37      34500
met2             21.25      32390
met3             5.102       4694
met4             2.830       1613
met5            0.4076         57
==> critical path, delay by kind of cell <==
family	cells	cell delay, ns
buf+inv	4	2.62
compound gates	1	0.30
simple gates	1	0.51
Power is estimated from default activity; no workload was simulated.
